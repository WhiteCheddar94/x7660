===== flow/design.v =====
module decode2 (input logic [1:0] digit,
                output logic [3:0] ct); 
    always_comb
        case(digit)
            0 : ct = 'b1110;     
            1 : ct = 'b1101;
            2 : ct = 'b1011;
            3 : ct = 'b0111;     
        endcase
endmodule
module decode7 (input logic [3:0] num,
				output logic [7:0] leds) ; 
	always_comb 
		case(num)						
			0 : leds = 'b00111111; 
			1 : leds = 'b00000110; 
			2 : leds = 'b01011011; 
			3 : leds = 'b01001111; 
			4 : leds = 'b01100111; 
			5 : leds = 'b01101101; 
			6 : leds = 'b01111101; 
			7 : leds = 'b00000111; 
			8 : leds = 'b01111111; 
			9 : leds = 'b01100111; 
			10 : leds = 'b01110111; 	 
			11 : leds = 'b01111100;		 
			12 : leds = 'b00111001; 	 
			13 : leds = 'b01011110; 	 
			14 : leds = 'b01111001; 	 
			15 : leds = 'b01110001;		 
 		endcase
endmodule
module enc2bcd (input logic clk, cw, ccw,
                output logic [7:0] bcd_count);
    logic [7:0] countup; 
    logic [7:0] countdown; 
    always_ff @(posedge clk) begin 
        if (cw) 
            countup <= countup + 1;  
        else if (ccw)
            countdown <= countdown + 1;  
        if (countup >= 4) begin
            bcd_count <= bcd_count + 1;  
            countup <= 0;
        end
        else if (countdown >= 4) begin
            bcd_count <= bcd_count - 1;  
            countdown <= 0; 
        end
        if ((cw) &&
            ((bcd_count == 'h9) || 
            (bcd_count == 'h19) ||
            (bcd_count == 'h29) || 
            (bcd_count == 'h39) || 
            (bcd_count == 'h49) || 
            (bcd_count == 'h59) || 
            (bcd_count == 'h69) || 
            (bcd_count == 'h79) || 
            (bcd_count == 'h89)))    
            bcd_count <= bcd_count + 7;  
        else if ((ccw) &&
                ((bcd_count == 'h10) || 
                (bcd_count == 'h20) ||
                (bcd_count == 'h30) || 
                (bcd_count == 'h40) || 
                (bcd_count == 'h50) || 
                (bcd_count == 'h60) || 
                (bcd_count == 'h70) || 
                (bcd_count == 'h80) || 
                (bcd_count == 'h90)))  
            bcd_count <= bcd_count - 7;  
        else if ((cw) && (bcd_count == 'h99)) 
                bcd_count <= 0;                  
        else if ((ccw) && (bcd_count == 0))
                bcd_count <= 'h99;               
    end
endmodule 
module encoder (input logic a, b, clk,
                output logic cw, ccw); 
    logic [1:0] state;   
    logic [1:0] previous_state; 
    always_ff @(posedge clk) begin 
        state <= {a,b};
        previous_state <= state; 
        if (((state == 'b10) && (previous_state == 'b00)) || 
            ((state == 'b11) && (previous_state == 'b10)) || 
            ((state == 'b01) && (previous_state == 'b11)) || 
            ((state == 'b00) && (previous_state == 'b01))) begin     
                cw <= 1;
                ccw <= 0;
            end 
        else if (((state == 'b01) && (previous_state == 'b00)) || 
                ((state == 'b11) && (previous_state == 'b01)) || 
                ((state == 'b10) && (previous_state == 'b11)) || 
                ((state == 'b00) && (previous_state == 'b10))) begin     
                    cw <= 0;
                    ccw <= 1;
                end 
        else begin   
            cw <= 0;
            ccw <= 0;
        end  
    end 
endmodule
module lab2 ( input logic CLOCK_50,        
              (* altera_attribute = "-name WEAK_PULL_UP_RESISTOR ON" *) 
              input logic enc1_a, enc1_b,  
				      (* altera_attribute = "-name WEAK_PULL_UP_RESISTOR ON" *) input logic 
              enc2_a, enc2_b,				       
              output logic [7:0] leds,     
              output logic [3:0] ct ) ;    
   logic [1:0] digit;   
   logic [3:0] disp_digit;   
   logic [15:0] clk_div_count;  
   logic [7:0] enc1_count, enc2_count;  
   logic enc1_cw, enc1_ccw, enc2_cw, enc2_ccw;   
   decode2 decode2_0 (.digit,.ct) ;
   decode7 decode7_0 (.num(disp_digit),.leds) ;
   encoder encoder_1 (.clk(CLOCK_50), .a(enc1_a), .b(enc1_b), .cw(enc1_cw), .ccw(enc1_ccw));
   encoder encoder_2 (.clk(CLOCK_50), .a(enc2_a), .b(enc2_b), .cw(enc2_cw), .ccw(enc2_ccw));
   enc2bcd enc2bcd_1 (.clk(CLOCK_50), .cw(enc1_cw), .ccw(enc1_ccw), .bcd_count(enc1_count));
   enc2bcd enc2bcd_2 (.clk(CLOCK_50), .cw(enc2_cw), .ccw(enc2_ccw), .bcd_count(enc2_count));
   always_ff @(posedge CLOCK_50) 
     clk_div_count <= clk_div_count + 1'b1 ;
  assign digit = clk_div_count[15:14]; 
  always_comb begin
    case (digit)
      0 : disp_digit = enc2_count[3:0];  
      1 : disp_digit = enc2_count[7:4];  
      2 : disp_digit = enc1_count[3:0];  
      3 : disp_digit = enc1_count[7:4];  
    endcase 
  end  
endmodule

===== flow/run.sh =====
#!/bin/bash
# OpenROAD 26Q1-2900-gdf79404cd8, Yosys 0.63+post, stock flow scripts
make -C /OpenROAD-flow-scripts/flow DESIGN_CONFIG=/design/flow/config.mk WORK_HOME=/design/flow/orfs finish

===== flow/config.mk =====
export PLATFORM = sky130hd
export DESIGN_NAME = lab2
export DESIGN_NICKNAME = lab2
export VERILOG_FILES = /design/flow/design.v
export SDC_FILE = /design/flow/constraint.sdc
export NUM_CORES = 4
export LEC_CHECK = 1
export CORE_UTILIZATION = 50

===== flow/constraint.sdc =====
current_design lab2

set clk_period 4.5
set clk_io_pct 0.2

create_clock -name clk0 -period $clk_period [get_ports {CLOCK_50}]

set non_clock_inputs [all_inputs -no_clocks]
set_input_delay [expr $clk_period * $clk_io_pct] -clock clk0 $non_clock_inputs
set_output_delay [expr $clk_period * $clk_io_pct] -clock clk0 [all_outputs]

==> results.txt <==
flow finished, numbers: status=finished, final reports clean, Post-CTS Setup Inserts=0, # port buffers=15, Hold Path Class=reg -> reg, Max Slew Vio Count=0, Synth Cell Area=between 4000 and 5000 µm², Avg Synthesized Cell Area=9.09 µm², # IOs=17, total design power=~2.9 mW, Finish-stage setup viols=0, clock root cell=clkbuf_8, Slew HR=a little under three fifths, Top delay family on crit path=flip-flops, Synth area leader=dfxtp_1, initial antenna violation count=0, DRC=0, DP Area=4850 µm², LEAKAGE=between 1.5 and 2 nW, reg-to-reg slack, setup=1.50 ns, Avg WL per Cell=approximately 14 µm, worst reg2reg path depth=9, Peak Freq=about 0.26 GHz, Clock Sinks=about 76, drt first pass iters=17, Tmin final=approximately 3.8 ns, RePlAce Congestion=between 0.9 and 1, Routed WL=about 9.1 mm, met1 usage=35.0%, global-route usage over all layers=just over 20%, number of global-route vias before repair=3307, share of cells above drive strength 1=between 6 and 7%, Placed Cells=625, Distinct lib cells used=around 75, yosys warns=5, required time worst endpoint=~3.6 ns, GR peak layer=met1, largest net degree at the start of global routing=20, Core Region=approximately 9000 µm², Layout Skew=approximately 0.021 ns, total grt overflow=0, max_cap viols=0, number of warnings in the stage logs=between 40 and 50, Syn Inst Count=~500, top cells by area, synth=dfxtp_1 26%, edfxtp_1 10%, ha_1 9.1%, ys cells=between 500 and 600, post-CTS resize count=0, Post-synth EDFFs=16, setup ws final=roughly 0.72 ns, kind of end point of the critical path=output port, clock transition at the registers of the reported paths=approximately 0.08 ns, Die Ht=slightly below 100 µm, full die area=about 10000 µm², Slew @ Worst Pin=about 0.65 ns, Synth flops=approximately 76, power density cells=565 nW/µm², clock share of power=around a fifth, Reg2Reg Launch Point=enc2bcd_1.countup[3], M2 GR Usage=between 30% and 40%, first-pass GRT wire length=roughly 16 mm, crit path launch type=flop, RSZ-0062 raised after global routing=false, FP Rows=34, Vias=~3700, crit path cell chain=mux4_2 > ha_1 > o21a_1 > o221ai_2 > clkdlybuf4s50_1, Die W=98.5 µm, maximum clock path buffer count=2, Synth top area share=between 20% and 30%, CP max-delay cell=edfxtp_1, DP HPWL=6.65 mm, Critical Path End=leds[3], area grow syn2layout=8.70%, vias per cell=around 5.7, CP bufs+invs=1, hold-fix buffers at CTS=0, Crit. Startpoint=enc2bcd_1.bcd_count[4], top_reg_cell synth=dfxtp_1, antenna viol nets, final=0, CP max stage delay=about 0.67 ns, worst vdd ir=about 0.24 mV, fillcell total=roughly 790, M3 GR Usage=approximately 3.5%, setup TNS=0 ns, P_sw=roughly 1.1 mW, CTS Buf Count=9, Late-Pin Clk Latency=~0.35 ns, FP Core Util=52.4%, Post-synth top cells=60 x dfxtp_1, 60 x nor2_1, 47 x nand2_1, Layout Cell Area excl Fill=roughly 5100 µm², Switching Share=between 30% and 40%, Clock H-tree levels=3, n_diodes=0, WP depth=5, Post-Place Setup Slack=roughly 1.1 ns, Gate power share=about two fifths, final core utilization=57.0%, Final Hold Fails=0, Async SR Flop Fraction=0%, Setup CP Type=reg -> out, fin crit share=a little over four fifths, Worst Path Max Fanout=19, RR Endpoint=enc2bcd_1.bcd_count[6], register share of total power=roughly two fifths, P_int=around 1.7 mW, DR iter-0 viols=between 150 and 200, Final Hold Slack=roughly 0.36 ns, yosys stat area=4660 µm², Seq share, synth=between 30% and 40%, CP arrival=about 2.9 ns, CTS tree=done, post-route insts no fill=approximately 640
## worst min-delay path by stage
stage | from | endpoint | slack (ns) | cells past startpoint
CTS | encoder_1.state[1] | encoder_1.previous_state[1] | 0.36 | 0
global route | encoder_1.state[1] | encoder_1.previous_state[1] | 0.38 | 0
finish | encoder_1.state[1] | encoder_1.previous_state[1] | 0.36 | 0
## state kept, by name (all words and copies together) (netlist names)
| signal | cells |
|---|---|
| enc2bcd_2.countdown | 8 |
| enc2bcd_1.countdown | 8 |
| enc2bcd_2.bcd_count | 8 |
| enc2bcd_1.countup | 8 |
| enc2bcd_1.bcd_count | 8 |
| encoder_1.state | 2 |
| clk_div_count | 16 |
| encoder_1.ccw | 1 |
| enc2bcd_2.countup | 8 |
| encoder_2.cw | 1 |
| encoder_2.state | 2 |
| encoder_1.previous_state | 2 |
| encoder_1.cw | 1 |
| encoder_2.ccw | 1 |
| encoder_2.previous_state | 2 |
## power groups by stage
stage | combinational (mW) | clock (mW) | sequential [mW]
CTS | 1.12 | 0.602 | 1.15
finish | 1.12 | 0.580 | 1.16
global route | 1.27 | 0.626 | 1.19
## cell type report
class,count,area (µm²),area share [%]
Inverter,24,90.1,1.78
Sequential cell,76,1680,33.2
Clock inverter,6,92.6,1.83
Timing Repair Buffer,15,150,2.96
Clock buffer,10,128,2.52
Multi-Input combinational cell,402,2790,55.1
Tap cell,108,135,2.67
## placed cells by master, fill, tap and decap left out, drive strengths merged, types with 10 or more instances in the layout
master / instances
nand3: 15
conb: 11
and3: 10
xnor2: 25
dfxtp: 60
clkdlybuf4s50: 15
ha: 34
clkbuf: 10
o21ai: 24
edfxtp: 16
nor2: 61
a21oi: 31
nand2: 47
inv: 26
xor2: 20
## worst reg2reg max path, delay by kind of cell, from the launching register on
family | cells | cell delay (ns)
simple gates | 4 | 1.00
fa+ha+maj | 1 | 0.33
buf+inv | 1 | 0.31
compound gates | 3 | 0.78
flops | 1 | 0.30
## kinds of logic after synthesis
| group | share of synthesized area [%] |
|---|---|
| AND/OR/NAND/NOR | 20.8 |
| XOR/XNOR | 8.46 |
| other | 0.0805 |
| flip-flops | 36.1 |
| adder cells (fa/ha/maj) | 9.99 |
| buffers and inverters | 4.89 |
| multiplexers | 2.58 |
| AND-OR/OR-AND | 17.1 |
## metal layers
metal | share of wire (%) | routed length [µm] | vias to the layer above
li1 | - | - | 1865
met1 | 51 | 4650 | 1696
met2 | 43 | 3930 | 96
met3 | 5.4 | 491 | 6
met4 | 0.75 | 69 | 0
met5 | 0 | 0 | -
Power is estimated from default activity; no workload was simulated.
