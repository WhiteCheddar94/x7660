===== design/flow/design.v =====
module enc2freq 
   ( input logic cw, ccw,        
     output logic [31:0] freq,   
     input logic reset_n, clk);  
    logic [7:0] countup = 0; 
    logic [7:0] countdown = 0; 
    always_ff @(posedge clk) begin 
        if (reset_n) begin   
            if (cw) 
                countup <= countup + 1;  
            else if (ccw)
                countdown <= countdown + 1;  
            if (countup >= 4) begin  
                case (freq)  
                    0 : freq <= 262; 
                    262 : freq <= 295; 
                    295 : freq <= 328; 
                    328 : freq <= 349;
                    349 : freq <= 393;
                    393 : freq <= 437;
                    437 : freq <= 491; 
                    491 : freq <= 524; 
                    524 : freq <= 0;  
                    default : freq <= 0; 
                endcase
                countup <= 0;
            end
            else if (countdown >= 4) begin  
                case (freq)  
                    0 : freq <= 524;     
                    524 : freq <= 491; 
                    491 : freq <= 437; 
                    437 : freq <= 393;
                    393 : freq <= 349;
                    349 : freq <= 328;
                    328 : freq <= 295; 
                    295 : freq <= 262; 
                    262 : freq <= 0; 
                    default : freq <= 0; 
                endcase 
                countdown <= 0; 
            end
        end 
        else  
            freq <= 0; 
    end
endmodule 

===== design/flow/run.sh =====
#!/bin/bash
# OpenROAD 26Q1-2900-gdf79404cd8, Yosys 0.63+post, stock flow scripts
make -C /OpenROAD-flow-scripts/flow DESIGN_CONFIG=/design/flow/config.mk WORK_HOME=/design/flow/orfs finish

===== design/flow/config.mk =====
export PLATFORM = sky130hd
export DESIGN_NAME = enc2freq
export DESIGN_NICKNAME = enc2freq
export VERILOG_FILES = /design/flow/design.v
export SDC_FILE = /design/flow/constraint.sdc
export NUM_CORES = 4
export LEC_CHECK = 1
export CORE_UTILIZATION = 30

===== design/flow/constraint.sdc =====
current_design enc2freq

set clk_period 2.3
set clk_io_pct 0.2

create_clock -name clk0 -period $clk_period [get_ports {clk}]

set non_clock_inputs [all_inputs -no_clocks]
set_input_delay [expr $clk_period * $clk_io_pct] -clock clk0 $non_clock_inputs
set_output_delay [expr $clk_period * $clk_io_pct] -clock clk0 [all_outputs]

==> notes.md <==
fresh numbers from the pnr run: Worst path max stage delay=560 ps, worst r2r dst=freq[0]$_SDFFE_PN0P_, Setup Buffers After CTS=0, Main synth FF type=edfxtp_1, Setup TNS Final=0 ps, vias after detailed routing=1346, clock sink total=26, Worst R2R Path Depth=5, Core Region=5540 µm², CTS buffer count=3, MaxCap Viol Count=0, number of cells on the worst hold path=1, gr ovfl total=0, Antenna diodes=0, Worst VDD drop=418.3 µV, Worst-path clk slew=90 ps, CTS Hold Bufs=0, Slew @ Worst Pin=622.7 ps, initial antenna violation count=0, Initial DRT Pass Iterations=4, chip area=6089 µm², PostCTS Resize Cnt=0, crit path from=freq[7]$_SDFFE_PN0P_, Fillers=569, final hold viol count=0, Layout area overhead=12.99%, Post-synth top cells=23 x buf_4, 18 x nor2_1, 16 x edfxtp_1, 12 x nand2_1, ANT nets after route=0, Crit. End Element=primary output, WL final=3357 µm, comb. cell area=927.1 µm², layout cell share with drive strength beyond 1=0.1176, Ys Warns=1, first-pass GRT wire length=5526 µm, reg2reg start=freq[1]$_SDFFE_PN0P_, GPL Wtd Cong=0.8921, Max-area cell share=0.2771, Iteration-0 DRC Markers=130, Residual DRC=0, startpoint types=flop, Synth Seq Share=0.3925, P_leak=0.8066 nW, CP top delay family=flip-flops, number of global-route vias before repair=1108, Seq cells post-synth=26, H-tree levels=1, number of cells in Yosys stat=185, Global Route Usage Sum=0.1165, worst endpoint data arrival time=1350 ps, WL/cell=12.16 µm, Hold Path Sink=countup[0]$_SDFFCE_PP0P_, Die Ht=78.03 µm, Cell Area, Synth=1734 µm², HP Start=countup[0]$_SDFFCE_PP0P_, CTS max path bufs=2, Tmin final=1812 ps, DP Wirelength=2397 µm, total power=1.199 mW, Layout Skew=1.708 ps, WS Path Type=reg2out, R2R setup slack=500 ps, IO Pins=36, Yosys chip area=1734 µm², crit path DRT=1840 ps, CP bufs+invs=1, Latency at later pin=270 ps, Pre-Place Util=0.3130, hold crit path type=reg2reg, Avg Inst Size Synth=9.374 µm², RSZ-0062 raised after global routing=false, Mapped Cells=185, Post-synth EDFFs=16, crit-path max FO=9, pins over their slew limit=0, die span in x=78.03 µm, CTS tree=built, Critical-path top delay cell=dfxtp_1, Synth async-reset ratio=0, Yosys top cell by instances=buf_4, row cnt=27, Peak Freq=0.5520 GHz, status=finished clean, tool warnings=29, final setup fails=0, Synth area leader=edfxtp_1, Rel. slew slack=0.5834, worst-path cell chain=clkdlybuf4s50_1, largest net degree at the start of global routing=16, Port-buffer cells=13, synth top area cells=edfxtp_1 28%, dfxtp_1 12%, buf_4 10%, synth unique cells=48, PD cells=611.9 nW/µm², Root Buffer=clkbuf_8, vias per std cell=4.877, fin crit share=0.7877, sequential cell area=680.7 µm²
[report_power, final]
part | switching [mW] | total [mW] | internal (mW)
registers | 0.0612 | 0.597 | 0.536
logic | 0.0998 | 0.225 | 0.125
clock network | 0.144 | 0.376 | 0.233
total | 0.305 | 1.20 | 0.894
[stage by stage]
| stage | hold slack, ps | setup slack, ps | cells | area [µm²] | util |
|---|---|---|---|---|---|
| floorplan | 545.4 | 714.6 | 211 | 1832 | - |
| global placement | 577.2 | 359.0 | 272 | 1888 | 0.3408 |
| detailed placement | 590.1 | 361.1 | 272 | 1888 | 0.3408 |
| CTS | 604.5 | 448.4 | 276 | 1959 | 0.3537 |
| global route | 625.6 | 334.5 | 276 | 1959 | 0.3537 |
| finish | 596.9 | 488.3 | 276 | 1959 | 0.3537 |
[final cells by class]
cell class,count,share of cell area
clock buffer,3,0.02107
timing repair buffer,18,0.08557
multi-input combinational,150,0.4732
tap,72,0.04598
sequential,26,0.3474
inverter,6,0.01149
clock inverter,1,0.01533
[placed cells by master, fill, tap and decap left out, types with 5 or more instances in the layout]
master	instances
clkdlybuf4s50_1	13
nor2_1	18
o21ai_0	5
and3_1	8
nand3_1	10
edfxtp_1	16
conb_1	27
dfxtp_1	10
buf_4	5
nand2_1	12
inv_1	5
[metal layers]
layer / vias to the layer above / share of wire / track usage
met5: - / 0 / 0
met4: 0 / 0.0048 / 0.01296
met3: 2 / 0.059 / 0.02007
met2: 48 / 0.46 / 0.1708
met1: 629 / 0.48 / 0.1907
li1: 667 / - / -
[flip-flops by register name, summed over array words and instances (netlist names)]
name and count:
countdown 8, countup 8, freq 10
[worst max-delay path by stage]
stage / endpoint / cells after the start / slack [ps]
after CTS: freq[7] / 1 / 450
after global routing: freq[3]$_SDFFE_PN0P_ / 5 / 330
final: freq[7] / 1 / 490
[logic make-up after synthesis]
logic type	Yosys count	share of synthesized area
compound gates	31	0.1263
xor+xnor	7	0.03535
fa+ha+maj	4	0.02886
buf+inv	35	0.1291
flops	26	0.3925
mux	1	0.006493
other cells	1	0.002162
simple gates	80	0.2792
Power figures rest on the tool's default switching activity, not on a simulated workload.
