`flow/run.sh`:
```
#!/bin/bash
# OpenROAD 26Q1-2900-gdf79404cd8, Yosys 0.63+post, stock flow scripts
make -C /OpenROAD-flow-scripts/flow DESIGN_CONFIG=/design/flow/config.mk WORK_HOME=/design/flow/orfs finish
```
`flow/design.v`:
```
module decode2 (input logic [1:0] digit,
                output logic [3:0] ct); 
    always_comb
        case(digit)
            0 : ct = 'b1110;     
            1 : ct = 'b1101;
            2 : ct = 'b1011;
            3 : ct = 'b0111;     
        endcase
endmodule
module decode7 (input logic [3:0] num,
				output logic [7:0] leds) ; 
	always_comb 
		case(num)						
			0 : leds = 'b00111111; 
			1 : leds = 'b00000110; 
			2 : leds = 'b01011011; 
			3 : leds = 'b01001111; 
			4 : leds = 'b01100111; 
			5 : leds = 'b01101101; 
			6 : leds = 'b01111101; 
			7 : leds = 'b00000111; 
			8 : leds = 'b01111111; 
			9 : leds = 'b01100111; 
			10 : leds = 'b01110111; 	 
			11 : leds = 'b01111100;		 
			12 : leds = 'b00111001; 	 
			13 : leds = 'b01011110; 	 
			14 : leds = 'b01111001; 	 
			15 : leds = 'b01110001;		 
 		endcase
endmodule
module encoder (input logic a, b, clk,
                output logic cw, ccw); 
    logic [1:0] state;   
    logic [1:0] previous_state; 
    always_ff @(posedge clk) begin 
        state <= {a,b};
        previous_state <= state; 
        if (((state == 'b10) && (previous_state == 'b00)) || 
            ((state == 'b11) && (previous_state == 'b10)) || 
            ((state == 'b01) && (previous_state == 'b11)) || 
            ((state == 'b00) && (previous_state == 'b01))) begin     
                cw <= 1;
                ccw <= 0;
            end 
        else if (((state == 'b01) && (previous_state == 'b00)) || 
                ((state == 'b11) && (previous_state == 'b01)) || 
                ((state == 'b10) && (previous_state == 'b11)) || 
                ((state == 'b00) && (previous_state == 'b10))) begin     
                    cw <= 0;
                    ccw <= 1;
                end 
        else begin   
            cw <= 0;
            ccw <= 0;
        end  
    end 
endmodule
module adcinterface( 
    input logic clk, reset_n,    
    input logic [2:0] chan,      
    output logic [11:0] result,  
    output logic ADC_CONVST, ADC_SCK, ADC_SDI, 
    input logic ADC_SDO  
);
    logic [5:0] word;  
    logic [3:0] count;  
    logic [11:0] tempResult;  
    always_comb begin 
        ADC_SCK = ((count >= 2) && (count <= 13)) ? clk : 1'b0;
        case (chan)
            0 : word = 6'b100010; 
            1 : word = 6'b110010;
            2 : word = 6'b100110; 
            3 : word = 6'b110110; 
            4 : word = 6'b101010; 
            5 : word = 6'b111010; 
            6 : word = 6'b101110; 
            7 : word = 6'b111110; 
        endcase
    end 
    always_ff @( negedge clk or negedge reset_n ) begin     
        if (~reset_n)  
            count <= 0; 
        else   
            count <= count + 1;   
    end
    always_ff @( negedge clk or negedge reset_n ) begin     
        if (~reset_n) begin 
            ADC_CONVST <= 1; 
            ADC_SDI <= 0;  
        end 
        else begin
            case (count)
                0 : ADC_CONVST <= 0;  
                1 : ADC_SDI <= word[5]; 
                2 : ADC_SDI <= word[4]; 
                3 : ADC_SDI <= word[3]; 
                4 : ADC_SDI <= word[2]; 
                5 : ADC_SDI <= word[1]; 
                6 : ADC_SDI <= word[0]; 
                15 : ADC_CONVST <= 1;  
                default : ADC_SDI <= 0; 
            endcase      
        end
    end 
    always_ff @(posedge clk or negedge reset_n)
        if(~reset_n)
            result <= 0;
        else 
            case (count)
                2 : tempResult[11] <= ADC_SDO; 
                3 : tempResult[10] <= ADC_SDO; 
                4 : tempResult[9] <= ADC_SDO; 
                5 : tempResult[8] <= ADC_SDO; 
                6 : tempResult[7] <= ADC_SDO; 
                7 : tempResult[6] <= ADC_SDO; 
                8 : tempResult[5] <= ADC_SDO; 
                9 : tempResult[4] <= ADC_SDO; 
                10 : tempResult[3] <= ADC_SDO; 
                11 : tempResult[2] <= ADC_SDO; 
                12 : tempResult[1] <= ADC_SDO; 
                13 : tempResult[0] <= ADC_SDO;
                14 : result <= tempResult;  
                default: result <= result; 
            endcase
endmodule 
module enc2chan 
   ( input logic cw, ccw,        
     output logic [2:0] chan,   
     input logic reset_n, clk);  
    logic [7:0] countup = 0; 
    logic [7:0] countdown = 0; 
    always_ff @(posedge clk) begin 
        if (reset_n) begin   
            if (cw) 
                countup <= countup + 1;  
            else if (ccw)
                countdown <= countdown + 1;  
            if (countup >= 4) begin  
                case (chan)  
                    0 : chan <= 1; 
                    1 : chan <= 2;
                    2 : chan <= 3; 
                    3 : chan <= 4; 
                    4 : chan <= 5;
                    5 : chan <= 6;
                    6 : chan <= 7;
                    7 : chan <= 0;  
                    default : chan <= 0; 
                endcase
                countup <= 0;
            end
            else if (countdown >= 4) begin  
                case (chan)  
                    0 : chan <= 7;     
                    7 : chan <= 6; 
                    6 : chan <= 5; 
                    5 : chan <= 4;
                    4 : chan <= 3;
                    3 : chan <= 2;
                    2 : chan <= 1; 
                    1 : chan <= 0; 
                    default : chan <= 0; 
                endcase 
                countdown <= 0; 
            end
        end 
        else  
            chan <= 0; 
    end
endmodule 
module lab4 ( input logic ADC_SDO,         
              input logic CLOCK_50,        
              (* altera_attribute = "-name WEAK_PULL_UP_RESISTOR ON" *) 
              input logic enc1_a, enc1_b,  
				      (* altera_attribute = "-name WEAK_PULL_UP_RESISTOR ON" *) 
              input logic enc2_a, enc2_b,  
              input logic s1, s2,          
              output logic [7:0] leds,     
              output logic [3:0] ct,       
              output logic ADC_CONVST, ADC_SCK, ADC_SDI  
              ); 
   logic [1:0] digit;   
   logic [3:0] disp_digit;   
   logic [15:0] clk_div_count;  
   logic [2:0] chan;   
   logic [11:0] result;  
   logic [7:0] enc1_count, enc2_count;  
   logic enc1_cw, enc1_ccw, enc2_cw, enc2_ccw;   
   decode2 decode2_0 (.digit,.ct) ;
   decode7 decode7_0 (.num(disp_digit),.leds) ;
   encoder encoder_1 (.clk(CLOCK_50), .a(enc1_a), .b(enc1_b), .cw(enc1_cw), .ccw(enc1_ccw));
   enc2chan enc2chan_1 (.clk(CLOCK_50), .cw(enc1_cw), .ccw(enc1_ccw), .chan(chan), .reset_n(s1));
   adcinterface adcinterface_1 (.clk(clk_div_count[15]), .reset_n(s1), .chan(chan), .result, .ADC_CONVST, .ADC_SCK, .ADC_SDI, .ADC_SDO);
   always_ff @(posedge CLOCK_50) 
     clk_div_count <= clk_div_count + 1'b1 ;
  assign digit = clk_div_count[15:14]; 
  always_comb begin
    case (digit)
      0 : disp_digit = result[3:0];  
      1 : disp_digit = result[7:4];  
      2 : disp_digit = result[11:8];  
      3 : disp_digit = chan;  
    endcase 
  end  
endmodule
```
`flow/constraint.sdc`:
```
current_design lab4

set clk_period 5.7
set clk_io_pct 0.2

create_clock -name clk0 -period $clk_period [get_ports {CLOCK_50}]

set non_clock_inputs [all_inputs -no_clocks]
set_input_delay [expr $clk_period * $clk_io_pct] -clock clk0 $non_clock_inputs
set_output_delay [expr $clk_period * $clk_io_pct] -clock clk0 [all_outputs]
```
`flow/config.mk`:
```
export PLATFORM = sky130hd
export DESIGN_NAME = lab4
export DESIGN_NICKNAME = lab4
export VERILOG_FILES = /design/flow/design.v
export SDC_FILE = /design/flow/constraint.sdc
export NUM_CORES = 4
export LEC_CHECK = 1
export CORE_UTILIZATION = 50
```
==> results_dict.tcl <==
# flow metrics
set metrics [dict create \
    grt_pass1_wl_um 9190 \
    slew_headroom_pct 59.61 \
    preCtsSetupSlack_ns 1.917 \
    drv_cap 0 \
    crit_family "multiplexers" \
    cts_setup_buffers 0 \
    setup_tns_ns 0 \
    ios 23 \
    ir_drop_uv 122.6 \
    setup_viol 0 \
    drv_slew 0 \
    final_layout_size_suffix_gt1_share_pct 12.16 \
    dieArea_mm2 0.007599 \
    holdBufCountCts 0 \
    dp_hpwl_um 3764 \
    avgRoutedWirePerCell_um 12.43 \
    htreeDepth 2 \
    fin_ws_ns 1.612 \
    synth_stat.cells 304 \
    worst_slew_pin_slew_ns 0.6036 \
    crit_type "reg -> out" \
    yosys_warnings 6 \
    cts_buffers 5 \
    fin_crit_ns 4.088 \
    whs_ns 0.3633 \
    rows 30 \
    critPathCaptureType "output port" \
    tritoncts "done" \
    ctsResizeCount 0 \
    layout_top_cell "dfxtp_1" \
    powerDensity_mw_per_mm2 161.2 \
    placed_area_mm2 0.003911 \
    max_freq_mhz 244.6 \
    fp_util_pct 52.52 \
    crit_buf_inv 1 \
    clock-root-buffer "clkbuf_8" \
    grt_max_degree 38 \
    logic_area_mm2 0.001575 \
    grt_overflow 0 \
    flop_area_mm2 0.001953 \
    clock_latency_ns 0.29 \
    die_x_um 87.18 \
    leakagePower_nw 1.615 \
    final_antenna_net_count 0 \
    finalInstanceArea_mm2 0.004003 \
    numPortBuffers 18 \
    synth_chip_area_mm2 0.003627 \
    netlist-cell-type-count 55 \
    syn2layout_area_growth_pct 10.35 \
    synth_area_mm2 0.003627 \
    arrival_ns 2.95 \
    cpMaxStageDelayCell "dfxtp_1" \
    ys_seq_share_pct 53.85 \
    core_mm2 0.006907 \
    required_ns 4.56 \
    fin_crit_sh_pct 71.72 \
    final_cell_mix "dfxtp_1, nor2_1, edfxtp_1" \
    viasPerCell 4.984 \
    die_h_um 87.18 \
    synthFlopType "dfxtp_1" \
    firstDrtPassIters 4 \
    worstHoldPathType "reg -> reg" \
    grt_pass1_vias 1969 \
    rsz0062_at_grt "false" \
    path_cells "mux4_2, ha_1, mux2_1, a32oi_1, clkdlybuf4s50_1" \
    antenna_cells 0 \
    hold_violations 0 \
    clockBufferDepth 2 \
    routed_wl_um 5283 \
    drc 0 \
    totalPowerFinal_mw 0.6454 \
    grt_usage_pct 16.13 \
    edf_count 28 \
    path_clk_slew_ns 0.08 \
    syn_area_per_cell_um2 11.93 \
    unclocked_regs 30 \
    num_vias 2118 \
    syn-instance-count 304 \
    nFillCells 593 \
    outcome "finished clean" \
    gp_congestion 0.7666 \
    skew_ns 0.006213 \
    synth-async-reset-ratio_pct 22.78 \
    drt_iter0_drc 51 \
    untimed_endpoints 44 \
    max_stage_delay_ns 0.65 \
    critPathMaxFanout 10 \
    warnings 45 \
    cp-start-kind "register" \
    synth_flops 79 \
    antenna_found_initial 0 \
]
## cells in the mapped netlist, drive strengths merged (2+ instances only)
library cell	instances	share of area [%]
a211oi	2	0.41
a21oi	7	0.97
a22oi	3	0.62
and2	5	0.90
and3	11	2.0
buf	6	1.3
clkbuf	3	0.31
dfrtn	5	3.4
dfrtp	12	8.3
dfxtp	33	18
edfxtp	28	23
ha	21	7.2
inv	16	1.7
mux2	16	5.0
mux2i	7	1.9
mux4	3	1.9
nand2	17	1.8
nand2b	5	1.1
nand3	9	1.2
nand4	6	1.0
nor2	28	2.9
nor2b	4	0.69
nor3	5	0.69
nor4	3	1.3
nor4b	2	0.48
o21ai	4	0.55
o311a	2	0.90
xnor2	14	3.4
xor2	12	2.9
## flip-flops by register name, indices dropped and copies added (netlist names), 2 cells and up, named ones only
| name | cells |
|---|---|
| encoder_1.state | 2 |
| adcinterface_1.tempResult | 12 |
| adcinterface_1.result | 12 |
| enc2chan_1.chan | 3 |
| adcinterface_1.word | 3 |
| enc2chan_1.countdown | 8 |
| adcinterface_1.count | 4 |
| clk_div_count | 16 |
| encoder_1.previous_state | 2 |
| enc2chan_1.countup | 8 |
## worst reg2reg max path: cells and delay by family (launching register included)
| family | cells | cell delay (ns) |
|---|---|---|
| adder cells (fa/ha/maj) | 1 | 0.23 |
| buffers and inverters | 1 | 0.04 |
| multiplexers | 2 | 0.28 |
| AND/OR/NAND/NOR | 2 | 0.48 |
| AND-OR/OR-AND | 1 | 0.46 |
| flip-flops | 1 | 0.50 |
## where the power goes
group	leakage [nW]	total [mW]	internal [mW]	switching, mW
sequential	0.755	0.398	0.384	0.0136
clock	0.0486	0.198	0.0961	0.102
combinational	0.811	0.0497	0.0209	0.0288
## cell type report
| class | instances | area share, % |
|---|---|---|
| Clock buffer | 6 | 2.063 |
| Clock inverter | 2 | 0.2188 |
| Inverter | 16 | 1.500 |
| Multi-Input combinational cell | 205 | 39.36 |
| Sequential cell | 79 | 48.80 |
| Tap cell | 96 | 3.001 |
| Timing Repair Buffer | 21 | 5.064 |
## layer usage
layer	GRT usage (%)	vias to the layer above	wire [um]
met5	0	-	0
met4	1.192	0	25
met3	3.846	2	217
met2	23.91	22	2326
met1	27.32	996	2714
li1	-	1098	-
## worst paths after layout
check	cells after the start	slack [ns]	to	startpoint
worst min register to register	0	0.36	encoder_1.previous_state[0]	encoder_1.state[0]
worst min-delay path	0	0.36	encoder_1.previous_state[0]	encoder_1.state[0]
worst max register to register	7	3.64	register	enc2chan_1.countdown[4]
worst max-delay path	5	1.61	leds[1]	clk_div_count[14]
## cell families after synthesis
kind of cell / share of synthesized area, %
AOI/OAI and AO/OA: 5.209
xor gates and xnor gates: 6.278
adders and majority gates: 7.244
buffers and inverters: 3.242
DFF: 53.85
muxes: 8.762
other: 0.1034
and+or+nand+nor: 15.32
## metrics by stage
| step | util, % | std cells |
|---|---|---|
| 3_3_place_gp | 56.63 | 417 |
| 6_report | 57.95 | 425 |
| 4_1_cts | 57.95 | 425 |
| 5_1_grt | 57.95 | 425 |
| 2_1_floorplan | - | 309 |
| 3_5_place_dp | 56.63 | 417 |
Power figures rest on the tool's default switching activity, not on a simulated workload.
